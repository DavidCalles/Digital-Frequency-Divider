==> design/flow/run.sh <==
#!/bin/bash
# OpenROAD 26Q1-2900-gdf79404cd8, Yosys 0.63+post, stock flow scripts
make -C /OpenROAD-flow-scripts/flow DESIGN_CONFIG=/design/flow/config.mk WORK_HOME=/design/flow/orfs finish
==> design/flow/config.mk <==
export PLATFORM = sky130hd
export DESIGN_NAME = DCalles_Lab4_OctalDecoder
export DESIGN_NICKNAME = DCalles_Lab4_OctalDecoder
export VERILOG_FILES = /design/flow/design.v
export SDC_FILE = /design/flow/constraint.sdc
export NUM_CORES = 4
export LEC_CHECK = 1
export CORE_AREA = 10 10 105 105
export DIE_AREA = 0 0 115 115
==> design/flow/constraint.sdc <==
current_design DCalles_Lab4_OctalDecoder

set clk_period 1.0
set clk_io_pct 0.2

create_clock -name clk0 -period $clk_period [get_ports {clk}]

set non_clock_inputs [all_inputs -no_clocks]
set_input_delay [expr $clk_period * $clk_io_pct] -clock clk0 $non_clock_inputs
set_output_delay [expr $clk_period * $clk_io_pct] -clock clk0 [all_outputs]
==> design/flow/design.v <==
module Counter_32bit (
			input 			clkC,     
         output [7:0] 	prescaled );
	wire enable  = 1'b1;
	wire reset	 = 1'b0;
	wire preset	 = 1'b0;
	wire [31:0] dSign;
	wire [31:0] qSign;
	assign dSign = ~qSign;
	DFF_David DFF0 	(clkC, 		reset, preset, enable, dSign[0], qSign[0]);
	DFF_David DFF1 	(dSign[0], reset, preset, enable, dSign[1], qSign[1]);
	DFF_David DFF2		(dSign[1], reset, preset, enable, dSign[2], qSign[2]);
	DFF_David DFF3 	(dSign[2], reset, preset, enable, dSign[3], qSign[3]);
	DFF_David DFF4 	(dSign[3], reset, preset, enable, dSign[4], qSign[4]);
	DFF_David DFF5 	(dSign[4], reset, preset, enable, dSign[5], qSign[5]);
	DFF_David DFF6 	(dSign[5], reset, preset, enable, dSign[6], qSign[6]);
	DFF_David DFF7 	(dSign[6], reset, preset, enable, dSign[7], qSign[7]);
	DFF_David DFF8 	(dSign[7], reset, preset, enable, dSign[8], qSign[8]);
	DFF_David DFF9 	(dSign[8], reset, preset, enable, dSign[9], qSign[9]);
	DFF_David DFF10 	(dSign[9], reset, preset, enable, dSign[10], qSign[10]);
	DFF_David DFF11	(dSign[10], reset, preset, enable, dSign[11], qSign[11]);
	DFF_David DFF12	(dSign[11], reset, preset, enable, dSign[12], qSign[12]);
	DFF_David DFF13	(dSign[12], reset, preset, enable, dSign[13], qSign[13]);
	DFF_David DFF14	(dSign[13], reset, preset, enable, dSign[14], qSign[14]);
	DFF_David DFF15	(dSign[14], reset, preset, enable, dSign[15], qSign[15]);
	DFF_David DFF16	(dSign[15], reset, preset, enable, dSign[16], qSign[16]);
	DFF_David DFF17	(dSign[16], reset, preset, enable, dSign[17], qSign[17]);
	DFF_David DFF18	(dSign[17], reset, preset, enable, dSign[18], qSign[18]);
	DFF_David DFF19	(dSign[18], reset, preset, enable, dSign[19], qSign[19]);
	DFF_David DFF20	(dSign[19], reset, preset, enable, dSign[20], qSign[20]);
	DFF_David DFF21	(dSign[20], reset, preset, enable, dSign[21], qSign[21]);
	DFF_David DFF22	(dSign[21], reset, preset, enable, dSign[22], qSign[22]);
	DFF_David DFF23	(dSign[22], reset, preset, enable, dSign[23], qSign[23]);
	DFF_David DFF24	(dSign[23], reset, preset, enable, dSign[24], qSign[24]);
	DFF_David DFF25	(dSign[24], reset, preset, enable, dSign[25], qSign[25]);
	DFF_David DFF26	(dSign[25], reset, preset, enable, dSign[26], qSign[26]);
	DFF_David DFF27	(dSign[26], reset, preset, enable, dSign[27], qSign[27]);
	DFF_David DFF28 	(dSign[27], reset, preset, enable, dSign[28], qSign[28]);
	DFF_David DFF29	(dSign[28], reset, preset, enable, dSign[29], qSign[29]);
	DFF_David DFF30	(dSign[29], reset, preset, enable, dSign[30], qSign[30]);
	DFF_David DFF31	(dSign[30], reset, preset, enable, dSign[31], qSign[31]);
	assign prescaled = qSign[29:22];
endmodule 
module DCalles_Lab4_OctalDecoder (
		input           clk,
		input [2:0]     selector,
		output reg[7:0] Y );
    wire[7:0] prescaledSignal;
    Counter_32bit Counter_32bit1(
						clk, prescaledSignal); 
    always@(selector)
    begin
        case(selector)
            3'b0000 : Y = (prescaledSignal & 8'b00000001); 
            3'b0001 : Y = (prescaledSignal & 8'b00000010);
            3'b0010 : Y = (prescaledSignal & 8'b00000100);
            3'b0011 : Y = (prescaledSignal & 8'b00001000);
            3'b0100 : Y = (prescaledSignal & 8'b00010000);
            3'b0101 : Y = (prescaledSignal & 8'b00100000);
            3'b0110 : Y = (prescaledSignal & 8'b01000000);
            3'b0111 : Y = (prescaledSignal & 8'b10000000);
            default : Y = (prescaledSignal & 8'b00000000);
        endcase
    end
endmodule 
module DFF_David (
      input 		clock,
      input 		rst,
      input 		pre,
      input 		en,    
      input 		d,
      output reg 	q);
	always@(posedge clock)
	begin
		if (rst == 1'b1) begin
			q = 1'b0;
		end
		else if (pre == 1'b1) begin
			q = 1'b1;
		end
		else if (en == 1'b1) begin
			if (d == 1'b1) begin
				q = 1'b1;
			end
			else if (d == 1'b0) begin 
				q = 1'b0;
			end
		end
   end
endmodule 
==> flow_summary_export.csv <==
group,metric,value,unit
run_status,run_status,"completed",
floorplan,floorplan.die.height,115,um
final_layout,layout.cells.non_filler,187,
final_timing,fmaxAchievable,1.034,GHz
setup_path,worst_ep_arrival_time,770,ps
synthesis,synth_flops,30,
run,timing.max_cap.violations,0,
power,maximum_vdd_ir_drop,0.0001626,V
power,overall_power,0.00006986,W
floorplan,design.core.area,8763,sq um
final_layout,num-fill-cells,990,
run,log.warning_count,28,
power,sequentialPowerShare,0.583,
placed_design,io_buffers,11,
setup_path,crit_family,"buffers and inverters",
grt,wire_length_of_the_first_global_routing_pass,1559,um
detailed_routing,post_drt_wl_per_cell,4.508,um
floorplan,num_rows,34,
synthesis,post_synth_inst_count,68,
final_timing,setup-violations-final,0,
setup_path,critical_path.endpoint_type,"output port",
power,power.clock.fraction,0,
detailed_routing,remaining_drc_errors,0,
setup_path,max_stage_delay,240,ps
detailed_routing,initialDrtViolationCount,8,
final_timing,time_the_final_worst_path_needs_with_i_o_delays_and_setup,967.3,ps
min_path,hold_path_class,"reg2reg",
final_timing,unrepaired_setup_endpoints_after_global_routing,"no",
synthesis,synthDistinctLibCells,6,
final_layout,logic_area,105.1,sq um
detailed_routing,postRouteAntennaNets,0,
power,combinationalPowerShare,0.417,
setup_path,crit_slowest_cell,"dlygate4sd2_1",
setup_path,critPathKind,"in2out",
final_timing,postLayoutSetupSlackWorst,32.69,ps
final_timing,post-route-period-util,0.9673,
power,switchingPower,0.00001282,W
detailed_routing,detailroute.via_count,377,
grt,antenna_found_initial,0,
grt,first_global_vias,368,
synthesis,synth.top_cell.area_share,0.7419,
grt,global_route.usage.total,0.01259,
clock_tree,cts.reportedPaths.clkPinSlew,0,ps
placed_design,detailed_placement_wirelength_estimate,749.4,um
detailed_routing,first_pass_iters,2,
floorplan,die_area,13230,sq um
final_timing,slew_headroom,0.8816,
floorplan,die_x,115,um
placed_design,routabilityCongestion,0.7096,
synthesis,ys_top_cells_by_area,"dfxtp_1 (74%), inv_1 (14%), and4bb_2 (4.6%)",
synthesis,largest_area_contributor_in_the_netlist,"dfxtp_1",
synthesis,synth_area_per_cell,11.90,sq um
floorplan,initCoreUtil,0.09238,
power,internal-power,0.00005704,W
synthesis,synth_stat.cells,68,
final_layout,layout.area.seq,600.6,sq um
synthesis,synthesis.area,809.5,sq um
grt,grt_max_degree,9,
detailed_routing,routed_wirelength,843,um
placed_design,pre_cts_slack,-737.8,ps
final_layout,area_delta_synth_final,29.98,%
synthesis,yosys_warnings,2,
setup_path,timing.critical_path.from_type,"primary input",
placed_design,placedCellCount,187,
clock_tree,ctsHoldBuffers,0,
final_timing,fin_skew,0,ps
final_timing,timing.final.max_slew_violations,0,
grt,grt_overflow,0,
synthesis,yosys_area,809.5,sq um
power,power_switching_share,0.1835,
final_layout,layout-drive-gt1-share,0.1646,
setup_path,critPathBufInv,2,
synthesis,yosys.stat.seqShare,0.7419,
floorplan,ios,12,
final_timing,unclocked_pins,29,
setup_path,worstPathCellList,"buf_6, and4b_2, dlygate4sd2_1",
final_timing,timing_worst_slew_pin_value,176.9,ps
setup_path,critPathRequiredTime,800,ps
detailed_routing,route.detailed.vias_per_inst,2.016,
final_timing,untimed_endpoints,29,
detailed_routing,antenna_cells,0,
power,power_per_cell_area,66.39,nW/um^2
final_timing,finalHoldViolations,0,
power,leakage,0.3523,nW
clock_tree,worstSkewPairLatency,0,ps
setup_path,worst-path-max-fanout,8,
path summary, 6_finish.rpt:
check                             start                     to  slack, ps  cells after the start
setup reg to reg  Counter_32bit1.DFF0.q  Counter_32bit1.DFF0.q        560                      1
hold reg to reg   Counter_32bit1.DFF0.q  Counter_32bit1.DFF0.q        370                      1
setup / recovery            selector[0]                   Y[5]         30                      3
hold / removal    Counter_32bit1.DFF0.q  Counter_32bit1.DFF0.q        370                      1
final cells by class:
class | instances | share of cell area
Timing Repair Buffer | 11 | 0.09394
Inverter | 30 | 0.1070
Tap cell | 108 | 0.1284
Multi-Input combinational cell | 8 | 0.09988
Sequential cell | 30 | 0.5707
layout by cell type (no fill, tap or decap), drive strengths merged:
cell           synthesis  final
inv                   30     30
and4bb                 3      3
and4                   1      1
dlygate4sd2            0      4
dfxtp                 30     30
and4b                  3      3
clkdlybuf4s15          0      2
nor4b                  1      1
clkbuf                 0      2
buf                    0      3
power groups by stage:
stage,Sequential [W],Combinational (W),Clock (W)
CTS,0.0000407,0.0000269,0
global route,0.0000407,0.0000317,0
finish,0.0000407,0.0000291,0
per-layer routing:
layer / global-route usage / part of all wire / vias up
met4: 0 / 0 / 0
met1: 0.01942 / 0.61 / 151
met5: 0 / 0 / -
li1: - / - / 214
met3: 0.002637 / 0.088 / 0
met2: 0.01877 / 0.30 / 12
logic make-up after synthesis:
family / count (synthesis) / share of synthesized area
buf+inv: 30 / 0.1391
flops: 30 / 0.7419
simple gates: 8 / 0.1190
metrics by stage:
step | setup TNS [ps] | instance area, sq um | util | hold WS, ps
finish | 0 | 1052 | 0.1201 | 365.4
global route | 0 | 1052 | 0.1201 | 392.8
CTS | 0 | 1052 | 0.1201 | 368.2
detailed placement | -5718 | 1055 | 0.1204 | 368.2
global placement | -5678 | 1055 | 0.1204 | 360.7
floorplan | 0 | 809.5 | - | 352.3
Yosys cell counts (all sizes together):
cell and instances:
and4 1, and4b 3, inv 30, and4bb 3
nor4b 1, dfxtp 30
repair_timing:
item	CTS	global route
pin swaps	3	1
cloned	0	0
setup endpoints to repair	8	2
setup buffers	0	0
gates resized	29	4
endpoints found under the hold margin	0	0
Power figures rest on the tool's default switching activity, not on a simulated workload.
